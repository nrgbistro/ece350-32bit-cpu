==> ./design.v <==
module mux_2(out, select, in0, in1);
    output [31:0] out;
    input select;
    input [31:0] in0, in1;
    assign out = select ? in1 : in0;
endmodule
module mux_32(out, select, in0, in1, in2, in3, in4, in5, in6, in7, in8, in9, in10, in11, in12, in13, in14, in15, in16, in17, in18, in19, in20, in21, in22, in23, in24, in25, in26, in27, in28, in29, in30, in31);
    input [4:0] select;
    input [31:0] in0, in1, in2, in3, in4, in5, in6, in7, in8, in9, in10, in11, in12, in13, in14, in15, in16, in17, in18, in19, in20, in21, in22, in23, in24, in25, in26, in27, in28, in29, in30, in31;
    output [31:0] out;
    wire [31:0] w1, w2, w3, w4;
    mux_8 mux0_first(w1, select[2:0], in0, in1, in2, in3, in4, in5, in6, in7);
    mux_8 mux0_second(w2, select[2:0], in8, in9, in10, in11, in12, in13, in14, in15);
    mux_8 mux0_third(w3, select[2:0], in16, in17, in18, in19, in20, in21, in22, in23);
    mux_8 mux0_fourth(w4, select[2:0], in24, in25, in26, in27, in28, in29, in30, in31);
    mux_4 mux1(out, select[4:3], w1, w2, w3, w4);
endmodule
module mux_4(out, select, in0, in1, in2, in3);
    output [31:0] out;
    input [1:0] select;
    input [31:0] in0, in1, in2, in3;
    wire [31:0] w1, w2;
    mux_2 mux0_top(.out(w1), .select(select[0]), .in0(in0), .in1(in1));
    mux_2 mux0_bot(.out(w2), .select(select[0]), .in0(in2), .in1(in3));
    mux_2 mux1(.out(out), .select(select[1]), .in0(w1), .in1(w2));
endmodule
module mux_8(out, select, in0, in1, in2, in3, in4, in5, in6, in7);
    input [2:0] select;
    input [31:0] in0, in1, in2, in3, in4, in5, in6, in7;
    output [31:0] out;
    wire [31:0] w1, w2;
    mux_4 mux0_top(w1, select[1:0], in0, in1, in2, in3);
    mux_4 mux0_bottom(w2, select[1:0], in4, in5, in6, in7);
    mux_2 mux1(out, select[2], w1, w2);
endmodule
==> ./run.sh <==
#!/bin/bash
# OpenROAD 26Q1-2900-gdf79404cd8, Yosys 0.63+post, stock flow scripts
make -C /OpenROAD-flow-scripts/flow DESIGN_CONFIG=/design/flow/config.mk WORK_HOME=/design/flow/orfs finish
==> ./config.mk <==
export PLATFORM = sky130hd
export DESIGN_NAME = mux_32
export DESIGN_NICKNAME = mux_32
export VERILOG_FILES = /design/flow/design.v
export SDC_FILE = /design/flow/constraint.sdc
export NUM_CORES = 4
export LEC_CHECK = 1
export CORE_AREA = 10 10 408 408
export DIE_AREA = 0 0 418 418
==> ./constraint.sdc <==
current_design mux_32

set clk_period 7.3
set clk_io_pct 0.2

create_clock -name clk0 -period $clk_period

set non_clock_inputs [all_inputs -no_clocks]
set_input_delay [expr $clk_period * $clk_io_pct] -clock clk0 $non_clock_inputs
set_output_delay [expr $clk_period * $clk_io_pct] -clock clk0 [all_outputs]
==> flow_metrics.py <==
# Generated from Yosys and OpenROAD reports
metrics = {
    "power_and_ir_drop": {
        "switching_share_pct": 44.4,
        "cellLeakagePower_nw": 8.47,
        "p_switching_mw": 0.604,
        "p_int_mw": 0.756,
        "pwr-share-comb_pct": 100.0,
        "seq_power_share_pct": 0,
        "powerDensity_nw_per_um2": 62.0,
        "irDropWorstVdd_mv": 0.0201,
        "clkPwrFrac_pct": 0,
    },
    "setup_path": {
        "crit_chain": "clkdlybuf4s50_1 > and2_4 > buf_12 > buf_4 > a22o_1 > nor3_1 > a31oi_1 > nand3_1 > clkdlybuf4s50_1",
        "critical_path_buf_inv_count": 4,
        "slowest_delay_ns": 0.81,
        "worstPathArrival_ns": 5.44,
        "startpoint_type": "input pin",
        "crit_family": "buffers and inverters",
        "crit_top_cell": "clkdlybuf4s50_1",
        "path_max_fanout": 48,
        "crit_path_end_kind": "primary output",
        "worstPathRequired_ns": 5.84,
        "crit_type": "input pin to primary output",
        "crit_slowest_cell": "clkdlybuf4s50_1",
    },
    "grt": {
        "grt_max_degree": 71,
        "grt_usage_pct": 13.7,
        "overflow": 0,
        "grt_pass1_vias": 14800,
        "grt_pass1_wl_mm": 155,
        "antenna_found_initial": 102,
    },
    "sta": {
        "setup-tns-final_ns": 0,
        "rsz0062_at_grt": "no",
        "tightest_slew_ns": 0.998,
        "setup_violations": 0,
        "worst_slack_ns": 0.399,
        "max_freq_mhz": 145,
        "relSlewSlack_pct": 31.6,
        "hold_slack_ns": 3.94,
        "period_needed_ns": 6.90,
        "drv_slew": 0,
        "fin_crit_sh_pct": 94.5,
        "hold_violations": 0,
    },
    "status": {
        "outcome": "completed",
    },
    "synthesis": {
        "ys_warn_count": 0,
        "syn_avg_cell_area_sq_um": 7.67,
        "synth_area_sq_um": 8890,
        "top_area_share_pct": 57.7,
        "ys_cells": 1158,
        "syn-instance-count": 1158,
        "top_cell": "mux2i_1",
        "synth_seq_share_pct": 0,
        "top_area_cell": "mux2i_1",
        "area_leaders": "mux2i_1, a22oi_1, a22o_1",
        "synth_cell_types": 20,
        "ys_area_sq_um": 8890,
        "synthTopCellsByCount": "mux2i_1, nand2_1, a21oi_1, a22oi_1, nand3_1",
    },
    "hold_path": {
        "hp-start": "in16[27]",
        "hold_depth": 6,
        "min_path_type": "input pin to primary output",
        "hold_end": "out[27]",
    },
    "die": {
        "row_count": 146,
        "fp_util_pct": 5.63,
        "die_area_sq_um": 175000,
        "fp.dieH_um": 418,
        "die_w_um": 418,
        "core_area_sq_um": 158000,
        "boundaryPins": 1061,
    },
    "layout": {
        "seq_area_sq_um": 0,
        "nFillCells": 17900,
        "final_util_pct": 13.9,
        "seq_cell_count": 0,
        "drive_gt1_share_pct": 2.85,
        "clkbuf_count": 0,
        "area_growth_pct": 147,
    },
    "clock_tree": {
        "postCtsSetupBuffers": 0,
        "holdBufCountCts": 0,
        "cts_resized": 0,
    },
    "placed_design": {
        "post-place-ws_ns": 0.545,
        "place.gp.congestion": 1.02,
        "place_hpwl_mm": 115,
        "numPortBuffers": 1061,
    },
    "routing": {
        "drtPass1Iterations": 5,
        "routedWlPerCell_um": 30.0,
        "ant_nets": 0,
        "num_vias": 14500,
        "vias_per_cell": 3.43,
        "post-route-drc-count": 0,
        "wl_mm": 127,
        "drt_iter0_markers": 1156,
    },
    "flow_run": {
        "tool_warnings": 32,
        "cap_violations": 0,
    },
}
-- layout make-up --
| type | instances | area (sq um) | share of cell area (%) |
|---|---|---|---|
| repair buffers | 1109 | 11100 | 50.7 |
| multi-input cells | 1032 | 8180 | 37.3 |
| diodes | 18 | 45.0 | 0.205 |
| well taps | 2072 | 2590 | 11.8 |
-- cell families (layout without fill, tap and decap cells) --
| family | count (synthesis) | after routing | synth area share [%] |
|---|---|---|---|
| multiplexers | 512 | 512 | 57.7 |
| AND-OR/OR-AND | 288 | 288 | 22.1 |
| AND/OR/NAND/NOR | 232 | 232 | 11.8 |
| buffers and inverters | 126 | 1109 | 8.48 |
| other | 0 | 18 | 0 |
-- how the worst max path moves through the flow --
stage,endpoint,start,cells past startpoint
after CTS,out[8],select[0],9
after global routing,out[5],select[1],9
final,out[8],select[0],9
-- metal layers --
layer | GRT usage, % | share of wire, % | up-vias
li1 | - | - | 6484
met1 | 15.3 | 36 | 6755
met2 | 22.7 | 48 | 960
met3 | 6.84 | 12 | 216
met4 | 3.84 | 2.9 | 94
met5 | 2.38 | 0.91 | -
-- cell usage in the layout, fill, tap and decap left out, drive strengths merged --
cell / n
a22o: 64
diode: 18
clkdlybuf4s50: 1058
or2: 1
buf: 51
nand2b: 2
nor3: 32
mux2i: 512
nor2: 1
nor2b: 1
a22oi: 96
nand3: 96
and2b: 1
nand2: 97
a31oi: 32
a21oi: 96
and2: 1
-- power by group through the flow --
stage / clock network (mW) / logic [mW] / registers, mW
finish: 0.000000280 / 1.36 / 0
CTS: 0 / 1.37 / 0
global route: 0.000000281 / 1.43 / 0
-- through the flow --
stage | cells | power, mW | instance area (sq um)
2_1_floorplan | 1158 | 0.413 | 8890
3_3_place_gp | 4213 | 1.37 | 21900
3_5_place_dp | 4213 | 1.36 | 21900
4_1_cts | 4213 | 1.37 | 21900
5_1_grt | 4228 | 1.43 | 21900
6_report | 4231 | 1.36 | 21900
-- worst min-delay path: stages --
cell and delay (ns):
clkdlybuf4s50_1 0.45, mux2i_1 0.06, nand2_1 0.12, a31oi_1 0.12, nand3_1 0.09, buf_4 0.18
Power figures rest on the tool's default switching activity, not on a simulated workload.
