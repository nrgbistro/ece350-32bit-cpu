File: design/flow/design.v
module adder_32(
    output [31:0] sum,
    output overflow,
    input [31:0] A, B,
    input sub);
    wire [31:0] adderArgB, b_inverted;
    wire [3:0] carry;
    wire [3:0] PG, GG;
    wire [3:0] overflowBus;
    not_32 invertB(b_inverted, B);
    mux_2 add_sub_selector(adderArgB, sub, B, b_inverted);
    assign overflow = overflowBus[3];
    assign carry[0] = sub;
    adder_8 adder0(sum[7:0], PG[0], GG[0], overflowBus[0], A[7:0], adderArgB[7:0], carry[0]);
    adder_8 adder1(sum[15:8], PG[1], GG[1], overflowBus[1], A[15:8], adderArgB[15:8], carry[1]);
    adder_8 adder2(sum[23:16], PG[2], GG[2], overflowBus[2], A[23:16], adderArgB[23:16], carry[2]);
    adder_8 adder3(sum[31:24], PG[3], GG[3], overflowBus[3], A[31:24], adderArgB[31:24], carry[3]);
    cla_32 cla_32(carry, PG, GG);
endmodule
module adder_8(
    output [7:0] S,
    output PG, GG, overflow,
    input [7:0] a, b,
    input Cin);
    wire [7:0] carryWire;
    wire [7:0] P, G;
    xor carryOutXOR(overflow, carryWire[7], carryWire[6]);
    full_adder adder0(S[0], P[0], G[0], a[0], b[0], Cin);
    genvar i;
    for(i = 1; i < 8; i = i + 1) begin : adder_loop
        full_adder adder(S[i], P[i], G[i], a[i], b[i], carryWire[i - 1]);
    end
    cla_8 cla(PG, GG, carryWire, P, G, Cin);
endmodule
module cla_32(
    output [3:0] carry,
    input [3:0] PG, GG);
    wire w1_0, w2_0, w2_1, w3_0, w3_1, w3_2, w4_0, w4_1, w4_2, w4_3;
    and andCarry1_0(w1_0, PG[0], carry[0]);
    or orCarry1_0(carry[1], GG[0], w1_0);
    and andCarry2_0(w2_0, PG[0], PG[1], carry[0]);
    and andCarry2_1(w2_1, GG[0], PG[1]);
    or orCarry2(carry[2], GG[1], w2_0, w2_1);
    and andCarry3_0(w3_0, PG[0], PG[1], PG[2], carry[0]);
    and andCarry3_1(w3_1, GG[0], PG[1], PG[2]);
    and andCarry3_2(w3_2, GG[1], PG[2]);
    or orCarry3(carry[3], GG[2], w3_0, w3_1, w3_2);
endmodule
module cla_8(
    output PG, GG,
    output [7:0] Cout,
    input [7:0] P, G,
    input Cin);
    wire w0_0, w1_0, w1_1, w2_0, w2_1, w2_2, w3_0, w3_1, w3_2, w3_3,
         w4_0, w4_1, w4_2, w4_3, w4_4, w5_0, w5_1, w5_2, w5_3, w5_4, w5_5,
         w6_0, w6_1, w6_2, w6_3, w6_4, w6_5, w6_6, w7_0, g0, g1, g2, g3,
         g4, g5, g6, wCout7;
    and andCOut0_0(w0_0, P[0], Cin);
    or orCOut0(Cout[0], G[0], w0_0);
    and andCOut1_0(w1_0, G[0], P[1]);
    and andCOut1_1(w1_1, P[0], P[1], Cin);
    or orCOut1(Cout[1], G[1], w1_0, w1_1);
    and andCOut2_0(w2_0, G[1], P[2]);
    and andCOut2_1(w2_1, G[0], P[1], P[2]);
    and andCOut2_2(w2_2, Cin, P[0], P[1], P[2]);
    or orCOut2(Cout[2], G[2], w2_0, w2_1, w2_2);
    and andCOut3_0(w3_0, G[2], P[3]);
    and andCOut3_1(w3_1, G[1], P[2], P[3]);
    and andCOut3_2(w3_2, G[0], P[1], P[2], P[3]);
    and andCOut3_3(w3_3, Cin, P[0], P[1], P[2], P[3]);
    or orCOut3(Cout[3], G[3], w3_0, w3_1, w3_2, w3_3);
    and andCOut4_0(w4_0, G[3], P[4]);
    and andCOut4_1(w4_1, G[2], P[3], P[4]);
    and andCOut4_2(w4_2, G[1], P[2], P[3], P[4]);
    and andCOut4_3(w4_3, G[0], P[1], P[2], P[3], P[4]);
    and andCOut4_4(w4_4, Cin, P[0], P[1], P[2], P[3], P[4]);
    or orCOut4(Cout[4], G[4], w4_0, w4_1, w4_2, w4_3, w4_4);
    and andCOut5_0(w5_0, G[4], P[5]);
    and andCOut5_1(w5_1, G[3], P[4], P[5]);
    and andCOut5_2(w5_2, G[2], P[3], P[4], P[5]);
    and andCOut5_3(w5_3, G[1], P[2], P[3], P[4], P[5]);
    and andCOut5_4(w5_4, G[0], P[1], P[2], P[3], P[4], P[5]);
    and andCOut5_5(w5_5, Cin, P[0], P[1], P[2], P[3], P[4], P[5]);
    or orCOut5(Cout[5], G[5], w5_0, w5_1, w5_2, w5_3, w5_4, w5_5);
    and andCOut6_0(w6_0, G[5], P[6]);
    and andCOut6_1(w6_1, G[4], P[5], P[6]);
    and andCOut6_2(w6_2, G[3], P[4], P[5], P[6]);
    and andCOut6_3(w6_3, G[2], P[3], P[4], P[5], P[6]);
    and andCOut6_4(w6_4, G[1], P[2], P[3], P[4], P[5], P[6]);
    and andCOut6_5(w6_5, G[0], P[1], P[2], P[3], P[4], P[5], P[6]);
    and andCOut6_6(w6_6, Cin, P[0], P[1], P[2], P[3], P[4], P[5], P[6]);
    or orCOut6(Cout[6], G[6], w6_0, w6_1, w6_2, w6_3, w6_4, w6_5, w6_6);
    and andCOut7_0(wCout7, Cin, PG);
    or orCOut7(Cout[7], GG, wCout7);
    and andPG(PG, P[7], P[6], P[5], P[4], P[3], P[2], P[1], P[0]);
    and andGG1(g6, G[6], P[7]);
    and andGG2(g5, G[5], P[6], P[7]);
    and andGG3(g4, G[4], P[5], P[6], P[7]);
    and andGG4(g3, G[3], P[4], P[5], P[6], P[7]);
    and andGG5(g2, G[2], P[3], P[4], P[5], P[6], P[7]);
    and andGG6(g1, G[1], P[2], P[3], P[4], P[5], P[6], P[7]);
    and andGG7(g0, G[0], P[1], P[2], P[3], P[4], P[5], P[6], P[7]);
    or combinedGG(GG, G[7], g0, g1, g2, g3, g4, g5, g6);
endmodule
module full_adder(
    output S, P, G,
    input A, B, Cin);
    wire w1, w2, w3;
    xor sumOut(S, A, B, Cin);
    and AND1(w1, A, B);
    and AND2(w2, A, Cin);
    and AND3(w3, B, Cin);
    and gen(G, A, B);
    or prop(P, A, B);
endmodule
module comparator_2(
    output LT, EQ,
    input LT_in, EQ_in,
    input [1:0] a, b);
    wire eq0, eq1, eq2, lt0, lt1, lt2, lt3, lt4;
    wire notA1Wire, notA0Wire, notB1Wire, notB0Wire;
    not notA1(notA1Wire, a[1]);
    not notA0(notA0Wire, a[0]);
    not notB1(notB1Wire, b[1]);
    not notB0(notB0Wire, b[0]);
    xnor xnor0(eq0, a[0], b[0]);
    xnor xnor1(eq1, a[1], b[1]);
    and EQAnd(EQ, eq0, eq1, EQ_in);
    and and0(lt0, notA1Wire, notA0Wire, notB1Wire, b[0]);
    and and1(lt1, notA1Wire, b[1]);
    and and2(lt2, a[1], notA0Wire, b[1], b[0]);
    or LTOr(lt3, lt0, lt1, lt2);
    and LTAnd(lt4, lt3, EQ_in);
    or LTOr2(LT, lt4, LT_in);
endmodule
module comparator_32(
    output LT, EQ,
    input [31:0] a, b);
    wire LT3, EQ3, LT2, EQ2, LT1, EQ1, LT_in, LT_chain_output, EQ_in, a32InverseWire, b32InverseWire, forceGTWire;
    not a32Inverse(a32InverseWire, a[31]);
    not b32Inverse(b32InverseWire, b[31]);
    and forceLT(LT_in, a[31], b32InverseWire);
    and forceGT(forceGTWire, b[31], a32InverseWire);
    assign EQ_in = 1;
    comparator_8 comp3(LT3, EQ3, LT_in, EQ_in, a[31:24], b[31:24]);
    comparator_8 comp2(LT2, EQ2, LT3, EQ3, a[23:16], b[23:16]);
    comparator_8 comp1(LT1, EQ1, LT2, EQ2, a[15:8], b[15:8]);
    comparator_8 comp0(LT_chain_output, EQ, LT1, EQ1, a[7:0], b[7:0]);
    mux_2_1 mux(LT, forceGTWire, LT_chain_output, 1'b0);
endmodule
module comparator_8(
    output LT, EQ,
    input LT_in, EQ_in,
    input [7:0] a, b);
    wire LT3, EQ3, LT2, EQ2, LT1, EQ1;
    comparator_2 comp3(LT3, EQ3, LT_in, EQ_in, a[7:6], b[7:6]);
    comparator_2 comp2(LT2, EQ2, LT3, EQ3, a[5:4], b[5:4]);
    comparator_2 comp1(LT1, EQ1, LT2, EQ2, a[3:2], b[3:2]);
    comparator_2 comp0(LT, EQ, LT1, EQ1, a[1:0], b[1:0]);
endmodule
module and_32(
    output [31:0] result,
    input [31:0] a, b);
    genvar i;
    for(i = 0; i < 32; i = i + 1) begin : andGates
        and(result[i], a[i], b[i]);
    end
endmodule
module not_32(
    output [31:0] result,
    input [31:0] in);
    genvar i;
    for(i = 0; i < 32; i = i + 1) begin : gen_loop
        not(result[i], in[i]);
    end
endmodule
module or_32(
    output [31:0] result,
    input [31:0] a, b);
    genvar i;
    for(i = 0; i < 32; i = i + 1) begin : gen_loop
        or(result[i], a[i], b[i]);
    end
endmodule
module mux_2(out, select, in0, in1);
    output [31:0] out;
    input select;
    input [31:0] in0, in1;
    assign out = select ? in1 : in0;
endmodule
module mux_2_1(out, select, in0, in1);
    output out;
    input select;
    input in0, in1;
    assign out = select ? in1 : in0;
endmodule
module mux_4(out, select, in0, in1, in2, in3);
    output [31:0] out;
    input [1:0] select;
    input [31:0] in0, in1, in2, in3;
    wire [31:0] w1, w2;
    mux_2 mux0_top(.out(w1), .select(select[0]), .in0(in0), .in1(in1));
    mux_2 mux0_bot(.out(w2), .select(select[0]), .in0(in2), .in1(in3));
    mux_2 mux1(.out(out), .select(select[1]), .in0(w1), .in1(w2));
endmodule
module mux_8(out, select, in0, in1, in2, in3, in4, in5, in6, in7);
    input [2:0] select;
    input [31:0] in0, in1, in2, in3, in4, in5, in6, in7;
    output [31:0] out;
    wire [31:0] w1, w2;
    mux_4 mux0_top(w1, select[1:0], in0, in1, in2, in3);
    mux_4 mux0_bottom(w2, select[1:0], in4, in5, in6, in7);
    mux_2 mux1(out, select[2], w1, w2);
endmodule
module shift_left_1(
    output [31:0] out,
    input shift,
    input [31:0] in);
    wire [31:0] shifted;
    assign shifted[31:1] = in[30:0];
    assign shifted[0] = 1'b0;
    mux_2 mux(out, shift, in, shifted);
endmodule
module shift_left_16(
    output [31:0] out,
    input shift,
    input [31:0] in);
    wire [31:0] shifted;
    assign shifted[31:16] = in[15:0];
    assign shifted[15:0] = 1'b0;
    mux_2 mux(out, shift, in, shifted);
endmodule
module shift_left_2(
    output [31:0] out,
    input shift,
    input [31:0] in);
    wire [31:0] shifted;
    assign shifted[31:2] = in[29:0];
    assign shifted[1:0] = 1'b0;
    mux_2 mux(out, shift, in, shifted);
endmodule
module shift_left_4(
    output [31:0] out,
    input shift,
    input [31:0] in);
    wire [31:0] shifted;
    assign shifted[31:4] = in[27:0];
    assign shifted[3:0] = 1'b0;
    mux_2 mux(out, shift, in, shifted);
endmodule
module shift_left_8(
    output [31:0] out,
    input shift,
    input [31:0] in);
    wire [31:0] shifted;
    assign shifted[31:8] = in[23:0];
    assign shifted[7:0] = 1'b0;
    mux_2 mux(out, shift, in, shifted);
endmodule
module shift_right_1(
    output [31:0] out,
    input shift,
    input [31:0] in);
    wire [31:0] shifted;
    assign shifted[30:0] = in[31:1];
    assign shifted[31] = in[31];
    mux_2 mux(out, shift, in, shifted);
endmodule
module shift_right_16(
    output [31:0] out,
    input shift,
    input [31:0] in);
    wire [31:0] shifted;
    assign shifted[15:0] = in[31:16];
    genvar i;
    for(i = 16; i < 32; i = i + 1) begin
        assign shifted[i] = in[31];
    end
    mux_2 mux(out, shift, in, shifted);
endmodule
module shift_right_2(
    output [31:0] out,
    input shift,
    input [31:0] in);
    wire [31:0] shifted;
    assign shifted[29:0] = in[31:2];
    genvar i;
    for(i = 30; i < 32; i = i + 1) begin
        assign shifted[i] = in[31];
    end
    mux_2 mux(out, shift, in, shifted);
endmodule
module shift_right_4(
    output [31:0] out,
    input shift,
    input [31:0] in);
    wire [31:0] shifted;
    assign shifted[27:0] = in[31:4];
    genvar i;
    for(i = 28; i < 32; i = i + 1) begin
        assign shifted[i] = in[31];
    end
    mux_2 mux(out, shift, in, shifted);
endmodule
module shift_right_8(
    output [31:0] out,
    input shift,
    input [31:0] in);
    wire [31:0] shifted;
    assign shifted[23:0] = in[31:8];
    genvar i;
    for(i = 24; i < 32; i = i + 1) begin
        assign shifted[i] = in[31];
    end
    mux_2 mux(out, shift, in, shifted);
endmodule
module shift_left(
    output [31:0] out,
    input [4:0] shiftAmt,
    input [31:0] in);
    wire [31:0] shifted_16, shifted_8, shifted_4, shifted_2;
    shift_left_16 shift16(shifted_16, shiftAmt[4], in);
    shift_left_8 shift8(shifted_8, shiftAmt[3], shifted_16);
    shift_left_4 shift4(shifted_4, shiftAmt[2], shifted_8);
    shift_left_2 shift2(shifted_2, shiftAmt[1], shifted_4);
    shift_left_1 shift1(out, shiftAmt[0], shifted_2);
endmodule
module shift_right(
    output [31:0] out,
    input [4:0] shiftAmt,
    input [31:0] in);
    wire [31:0] shifted_16, shifted_8, shifted_4, shifted_2;
    shift_right_16 shift16(shifted_16, shiftAmt[4], in);
    shift_right_8 shift8(shifted_8, shiftAmt[3], shifted_16);
    shift_right_4 shift4(shifted_4, shiftAmt[2], shifted_8);
    shift_right_2 shift2(shifted_2, shiftAmt[1], shifted_4);
    shift_right_1 shift1(out, shiftAmt[0], shifted_2);
endmodule
module alu(
    input [31:0] data_operandA, data_operandB,
    input [4:0] ctrl_ALUopcode, ctrl_shiftamt,
    output [31:0] data_result,
    output isNotEqual, isLessThan, overflow);
    wire [31:0] andWire, orWire, addWire, SLWire, SRWire, multWire, divWire;
    wire eq, multDone, divDone, startMult, startDiv;
    and_32 and_32(andWire, data_operandA, data_operandB);
    or_32 or_32(orWire, data_operandA, data_operandB);
    comparator_32 comparator_32(isLessThan, eq, data_operandA, data_operandB);
    not NEQNot(isNotEqual, eq);
    adder_32 adder_32(addWire, overflow, data_operandA, data_operandB, ctrl_ALUopcode[0]);
    shift_left SLL(SLWire, ctrl_shiftamt, data_operandA);
    shift_right SRA(SRWire, ctrl_shiftamt, data_operandA);
    alu_op alu_op(data_result, ctrl_ALUopcode[2:0], andWire, orWire, addWire, addWire, SLWire, SRWire);
endmodule
module alu_op(
    output [31:0] out,
    input [2:0] opcode,
    input [31:0] andData, orData, addData, subData, SLLData, SRAData);
    mux_8 mux(out, opcode, addData, subData, andData, orData, SLLData, SRAData, {32{1'bz}}, {32{1'bz}});
endmodule
File: design/flow/run.sh
#!/bin/bash
# OpenROAD 26Q1-2900-gdf79404cd8, Yosys 0.63+post, stock flow scripts
make -C /OpenROAD-flow-scripts/flow DESIGN_CONFIG=/design/flow/config.mk WORK_HOME=/design/flow/orfs finish
File: design/flow/config.mk
export PLATFORM = sky130hd
export DESIGN_NAME = alu
export DESIGN_NICKNAME = alu
export VERILOG_FILES = /design/flow/design.v
export SDC_FILE = /design/flow/constraint.sdc
export NUM_CORES = 4
export LEC_CHECK = 1
export CORE_UTILIZATION = 50
File: design/flow/constraint.sdc
current_design alu

set clk_period 12.9
set clk_io_pct 0.2

create_clock -name clk0 -period $clk_period

set non_clock_inputs [all_inputs -no_clocks]
set_input_delay [expr $clk_period * $clk_io_pct] -clock clk0 $non_clock_inputs
set_output_delay [expr $clk_period * $clk_io_pct] -clock clk0 [all_outputs]
==> notes.md <==
Timing
• 0 — setup violation total in the final timing report
• no — RSZ-0062 raised after global routing
• 75.1% — final worst-path cycle share
• 9680 ps — final critical delay including setup and external delays
• 0 ps — total negative slack for setup checks
• 0.103 GHz — peak clock frequency supported by timing
• 781 ps — pin slew with the least headroom to its limit
• 0 — hold violation count in the final report
• 0 — fin. max-slew vios
• 47.7% — Max-Slew Margin vs Limit

Synth
• 2 — count of synthesis-stage warnings from yosys
• 71 — count of cell types in the netlist
• 1157 — Gate Count Post-Synth
• 21.9% — area share of the largest cell type after synthesis
• 0.00827 mm^2 — post-synth area from yosys stat
• ha_1 — most area-hungry cell type in the Yosys netlist
• 1157 — yosys cell count
• ha_1 22%, mux4_2 9.0%, mux2i_1 8.0% — top cells by area
• 7.15 um^2 — Avg Cell Area, Syn
• 0.00827 mm^2 — cell area after synthesis
• 0% — fraction of the yosys area taken by sequential cells

Floorplanning
• 131 um — Die X-Extent
• 0.0171 mm^2 — area of the die
• 46 — placement row count
• 109 — number of primary I/O pins
• 0.0160 mm^2 — area of the core region
• 51.7% — Init Core Util
• 131 um — floorplan die height

Pwr
• 418 uW — final total power
• 0% — sequential group share of total power
• 44.8 mW/mm^2 — Cell Pwr Density
• 54.2% — Switching Share
• 27.7 uV — peak supply drop
• 191 uW — total internal power
• 0.00431 uW — leakage power figure
• 0% — fraction of power consumed by the clock network
• 227 uW — switching power summed over all nets
• 100.0% — combinational power share

Critical path
• output port — crit end category
• 7100 ps — Critical Path AT
• input pin to output port — type of the worst setup path
• 10320 ps — required arrival time at the worst endpoint
• input pin — category of the worst setup path launch point
• ctrl_ALUopcode[0] — start point of the critical path
• 58 — highest net fanout along the worst path

GRT
• 0 — number of antenna violations at the first check in global routing
• 74 — largest net degree at the start of global routing
• 41000 um — global-route wire length before repair
• 7426 — number of global-route vias before repair
• 0 — total grt overflow
• 32.4% — global router's overall resource usage

Layout
• 145 x ha_1, 122 x inv_1, 115 x nand2_1 — commonest cells after routing, fill and taps aside
• 1570 — filler instances
• 7.24% — fraction of final layout cells with drive strength greater than 1
• 0 um^2 — sequential cell area
• 0 — number of clock buffers in the layout
• 12.9% — area growth from synthesis to layout
• ha_1 — most frequently placed logic cell in the final layout
• 0.00747 mm^2 — Gate Area
• 0 — num sequential

Flow run
• 119 — count of tool warnings
• 0 — number of max-cap violations

Routing
• 5 — number of iterations in the first detailed-routing pass
• 0 — number of remaining DRC errors
• 0 — diode count
• 0 — Post-DRT Antenna Nets
• 5.86 — ratio of routed vias to standard cells
• 805 — first-iteration detailed-routing DRC count
• 26900 um — total routed wirelength
• 19.0 um — routed wirelength normalized by instance count
• 8310 — count of vias placed by the detailed router

Place
• 20800 um — detailed placer's ending HPWL
• 0.968 — final weighted congestion of routability-driven global placement
• 107 — I/O Buffers

Min path
• data_result[12] — sink of the worst hold path
• ctrl_ALUopcode[2] — worst hold start
• input pin to output port — Min-Delay Path Class
• 4 — hold path depth

CTS
• 0 — setup repair bufs after CTS
• 0 — post-cts repair resize count
• 0 — number of hold-repair buffers added at the cts stage

Outcome
• finished, final reports clean — result of the run

critical path: stages:
cell	delay (ps)
buf_4	510
buf_4	690
xnor2_1	180
ha_1	250
nor2_1	180
nand2_1	70
o21ai_1	250
o211ai_2	170
o21ai_2	390
inv_1	140
o31ai_1	440
fa_1	490
o21ai_0	140
o21ai_0	120
clkdlybuf4s50_1	450
layout make-up:
cell class / instances / share of cell area (%)
tap: 216 / 2.89
inverter: 125 / 5.02
multi-input combinational: 957 / 80.0
timing repair buffer: 119 / 12.1
synth_stat cells, drive strengths merged, types with 12 or more instances:
cell type	instances
nor2	106
buf	43
xnor2	28
xor2	42
nor3	21
a211oi	17
a21oi	90
mux2	18
o211ai	14
nand2	115
clkbuf	32
o21ai	99
inv	123
mux2i	66
a31oi	18
mux4	33
nor2b	12
ha	145
stage by stage:
step / cells / hold slack, ps / util (%) / setup slack (ps) / instance area, um^2
4_1_cts: 1417 / 6200 / 58.4 / 3210 / 9340
3_3_place_gp: 1417 / 6200 / 58.4 / 3250 / 9340
5_1_grt: 1417 / 6240 / 58.4 / 2690 / 9340
6_report: 1417 / 6200 / 58.4 / 3220 / 9340
2_1_floorplan: 1157 / 5320 / - / 4480 / 8270
3_5_place_dp: 1417 / 6190 / 58.4 / 3220 / 9340
layer usage:
metal | global-route usage (%) | vias up | share of wire (%)
met4 | 4.12 | 0 | 1.4
met3 | 7.09 | 26 | 8.7
met5 | 0 | - | 0
met2 | 48.9 | 353 | 43
met1 | 48.8 | 3743 | 47
li1 | - | 4188 | -
how the worst max path moves through the flow:
| stage | to | cells past startpoint |
|---|---|---|
| 4_1_cts | data_result[24] | 15 |
| 5_1_grt | data_result[24] | 16 |
| 6_report | data_result[24] | 15 |
logic make-up (layout without fill, tap and decap cells):
logic type	after synthesis	after routing	synth area share, %
muxes	117	117	19.4
and+or+nand+nor	296	296	15.6
buffers and inverters	200	244	9.62
adders and majority gates	148	148	22.7
xor gates and xnor gates	70	70	7.42
AOI/OAI and AO/OA	326	326	25.2
power by group through the flow:
| stage | registers, uW | clock network [uW] | logic, uW |
|---|---|---|---|
| finish | 0 | 0 | 418 |
| global route | 0 | 0 | 463 |
| CTS | 0 | 0 | 416 |
Power is estimated from default activity; no workload was simulated.
